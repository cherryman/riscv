`/design/flow/design.v`:
```
module ALU
 #( parameter XLEN = 32
 )( input      [XLEN-1:0] s1
  , input      [XLEN-1:0] s2
  , input      [2:0]      op
  , input                 sub
  , input                 sra
  , output reg [XLEN-1:0] out
  , output                eq, lt, ltu
  );
    assign eq  = s1 == s2;
    assign lt  = $signed(s1) < $signed(s2);
    assign ltu = s1 < s2;
    localparam MAX_SHIFT = $clog2(XLEN);
    wire [MAX_SHIFT-1:0] shamt = s2[MAX_SHIFT-1:0];
    wire [XLEN-1:0] neg_s2 = {{XLEN{sub}}^s2} + { {(XLEN-1){1'b0}}, sub};
    always @* begin
        case (op)
          3'b000:   out = s1 + neg_s2;
          3'b001:   out = s1 << shamt;
          3'b101:   out = sra ? s1 >>> shamt : s1 >> shamt;
          3'b010:   out = {{XLEN-1{1'b0}}, lt};
          3'b011:  out = {{XLEN-1{1'b0}}, ltu};
          3'b100:   out = s1 ^ s2;
          3'b110:   out = s1 | s2;
          3'b111:   out = s1 & s2;
        endcase
    end
endmodule
module CSRs
 #( parameter XLEN = 32
 )( input                 clk, rstl
  , input      [11:0]     csr_addr
  , input                 csr_w
  , input                 exc_ecall, exc_break
  , input                 is_mret
  , input      [XLEN-1:0] pc_now
  , input      [XLEN-1:0] csr_din
  , output                trap_pc
  , output reg [XLEN-1:0] pc_trap
  , output reg [XLEN-1:0] csr_dout
 );
    wire [XLEN-1:0]
      mstatus
    , misa
    , mie
    , mip
    , mtvec
    , mcause
    ;
    reg [XLEN-1:0]
      mscratch
    , mepc
    , mtval
    ;
    localparam
      MSTATUS  = 'h300
    , MISA     = 'h301
    , MIE      = 'h304
    , MTVEC    = 'h305
    , MSCRATCH = 'h340
    , MEPC     = 'h341
    , MCAUSE   = 'h342
    , MTVAL    = 'h343
    , MIP      = 'h344
    ;
    reg mstatus_mie;
    assign mstatus = {19'b0, 2'b11, 7'b0, mstatus_mie, 3'b0};
    generate
        assign misa[XLEN-1:XLEN-2] = XLEN == 32  ? 1
                                   : XLEN == 64  ? 2
                                   : XLEN == 128 ? 3
                                   : 0;
        assign misa[XLEN-3:26] = 'b0;  
        genvar i;
        for (i = 0; i < 26; i = i+1) begin
            case ("A"+i)
            "I"     : assign misa[i] = 1;
            default : assign misa[i] = 0;
            endcase
        end
    endgenerate
    localparam
      MI_MSI = 3
    , MI_MTI = 7
    , MI_MEI = 11;
    reg mie_meie, mie_mtie, mie_msie;
    reg mip_meip, mip_mtip, mip_msip;
    assign mie = {{XLEN-12{1'b0}}, mie_meie, 3'b0, mie_mtie, 3'b0, mie_msie, 3'b0};
    assign mip = {{XLEN-12{1'b0}}, mip_meip, 3'b0, mip_mtip, 3'b0, mip_msip, 3'b0};
    reg [XLEN-1:2] mtvec_base;
    reg [1:0] mtvec_mode;
    assign mtvec = {mtvec_base, mtvec_mode};
    reg [XLEN-2:0] mcause_code;
    reg mcause_interr;
    assign mcause = {mcause_interr, mcause_code};
    wire is_int = 0; 
    wire is_exc = exc_ecall | exc_break;
    wire trap_exe = is_int | is_exc;
    wire trap_ret = is_mret;
    assign trap_pc = trap_exe | trap_ret;
    always @* begin
        if (trap_exe)
            if (is_int & mtvec_mode == 1)
                pc_trap = {mtvec_base, 2'b0} + mcause_code << 2;
            else
                pc_trap = {mtvec_base, 2'b0};
        if (trap_ret)
            pc_trap = mepc + 4;  
    end
    always @(posedge clk or negedge rstl) begin
      if (!rstl) begin
        mcause_interr <= 0;
        mcause_code   <= 0;
        mstatus_mie   <= 0;
      end
      else if (trap_exe) begin  
        mepc <= pc_now;
        mcause_interr <= is_int;
        if (mip_msip | exc_break) mcause_code <=  3;
        if (mip_mtip)             mcause_code <=  7;
        if (mip_meip | exc_ecall) mcause_code <= 11;
      end
      else if (csr_w)
        casez (csr_addr)
        MSTATUS: begin
            mstatus_mie <= csr_din[3];
        end
        MISA: ;
        MTVEC: begin
            mtvec_base <= csr_din[XLEN-1:2];
            mtvec_mode <= csr_din[1:0] <= 1 ? csr_din[1:0] : 0;
        end
        MSCRATCH: mscratch <= csr_din;
        MEPC: mepc <= {csr_din[XLEN-1:1], 1'b0};
        MIE: begin
            mie_msie <= csr_din[MI_MSI];
            mie_mtie <= csr_din[MI_MTI];
            mie_meie <= csr_din[MI_MEI];
        end
        MIP: begin
            mip_msip <= csr_din[MI_MSI];
            mip_mtip <= csr_din[MI_MTI];
            mip_meip <= csr_din[MI_MEI];
        end
        MCAUSE: begin
            if (  (csr_din[XLEN-1])  && (
                    csr_din[XLEN-2:0] != 2  &&
                    csr_din[XLEN-2:0] != 6  &&
                    csr_din[XLEN-2:0] != 10 &&
                    csr_din[XLEN-2:0] <= 11)
               || (!csr_din[XLEN-1]) && (
                    csr_din[XLEN-2:0] != 10 &&
                    csr_din[XLEN-2:0] != 14 &&
                    csr_din[XLEN-2:0] <= 15 ))
            begin
                mcause_interr <= csr_din[XLEN-1];
                mcause_code   <= csr_din[XLEN-2:0];
            end
        end
        MTVAL: mtval <= csr_din;
        default: ;
        endcase
    end
    always @* begin
        casez (csr_addr)
        'hF11: csr_dout = 'b0;  
        'hF12: csr_dout = 'b0;  
        'hF13: csr_dout = 'b0;  
        'hF14: csr_dout = 'b0;  
        MSTATUS : csr_dout = mstatus;
        MISA    : csr_dout = misa;  
        MIE     : csr_dout = mie;
        MTVEC   : csr_dout = mtvec;
        MSCRATCH: csr_dout = mscratch;
        MEPC    : csr_dout = mepc;
        MCAUSE  : csr_dout = mcause;
        MTVAL   : csr_dout = mtval;
        MIP     : csr_dout = mip;
        default: ;
        endcase
    end
 endmodule
module CtrlUnit
 #( parameter XLEN = 32
 )( input  [XLEN-1:0] inst
  , output [2:0]      alu_op
  , output            alu_imm
  , output            alu_sub, alu_sra
  , output            rd_w
  , output            ld_upper, add_pc, jmp_reg
  , output            is_branch, is_jmp, is_load, is_store
  , output            is_fence, is_fencei, is_csr
  , output            is_mret
  , output            exc_ecall, exc_break
  , output            csr_zimm, csr_w, csr_set, csr_clr
 );
    wire [6:0]  opcode = inst[6:0];
    wire [2:0]  fn3    = inst[14:12];
    wire [6:0]  fn7    = inst[31:25];
    wire [11:0] fn12   = inst[31:20];
    wire [4:0]  rd     = inst[11:7];
    wire [4:0]  rs1    = inst[19:15];
    wire
      op_lui     = (7'b0110111 == opcode),
      op_auipc   = (7'b0010111 == opcode),
      op_opimm   = (7'b0010011 == opcode),
      op_op      = (7'b0110011 == opcode),
      op_jal     = (7'b1101111 == opcode),
      op_jalr    = (7'b1100111 == opcode),
      op_branch  = (7'b1100011 == opcode),
      op_load    = (7'b0000011 == opcode),
      op_store   = (7'b0100011 == opcode),
      op_miscmem = (7'b0001111 == opcode),
      op_system  = (7'b1110011 == opcode),
      inst_type_r = |{
        op_op
      },
      inst_type_i = |{
        op_jalr,
        op_load,
        op_opimm
      },
      inst_type_u = |{
        op_lui,
        op_auipc
      },
      inst_type_b = op_branch,
      inst_type_j = op_jal,
      inst_type_s = op_store;
    assign alu_op    = (is_jmp || is_load || is_store) ? 3'b000 : fn3;
    assign alu_imm   = |{inst_type_i, inst_type_s};
    assign alu_sub   = op_op && (fn3 == 3'b000) && (fn7 == 7'b0100000);
    assign alu_sra   = (op_op || op_opimm) &&
                       (fn3 == 3'b101) && (fn7 == 7'b0100000);
    assign rd_w      = |{
        inst_type_r, inst_type_i, inst_type_u, inst_type_j,
        is_csr
    };
    assign ld_upper  = op_lui;
    assign add_pc    = op_auipc;
    assign jmp_reg   = op_jalr && (fn3 == 3'b000);
    assign is_branch = inst_type_b;
    assign is_jmp    = |{op_jal, op_jalr};
    assign is_load   = op_load;
    assign is_store  = op_store;
    assign is_fence  = op_miscmem && (fn3 == 3'b000);  
    assign is_fencei = op_miscmem && (fn3 == 3'b001);  
    wire   is_priv   = op_system && rs1 == 0 && fn3 == 0 && rd == 0;
    assign exc_ecall = is_priv && fn12 == 12'b000000000000;
    assign exc_break = is_priv && fn12 == 12'b000000000001;
    assign is_mret   = is_priv && fn12 == 12'b001100000010;
    assign is_csr    = op_system && (fn3 != 3'b000);
    assign csr_zimm  = is_csr && fn3[2];
    assign csr_w     = is_csr && fn3[1:0] == 2'b01;
    assign csr_set   = is_csr && fn3[1:0] == 2'b10;
    assign csr_clr   = is_csr && fn3[1:0] == 2'b11;
endmodule
module IFU
 #( parameter XLEN = 32
 )( input      [XLEN-1:0] pc
  , input      is_branch, is_jmp, jmp_reg
  , input      eq, lt, ltu
  , input      [2:0] fn3
  , input      [XLEN-1:0] alu_out, b_imm, j_imm
  , output reg [XLEN-1:0] pc_ifu
 );
    wire ne  = ~eq;
    wire ge  = ~lt;
    wire geu = ~ltu;
    reg branch_taken;
    always @* begin  
        case (fn3)
            3'b000:   branch_taken = eq;
            3'b001:   branch_taken = ne;
            3'b100:   branch_taken = lt;
            3'b101:   branch_taken = ge;
            3'b110:   branch_taken = ltu;
            3'b111:   branch_taken = geu;
            default:           branch_taken = 0;
        endcase
    end
    always @* begin  
        if (is_jmp)
            pc_ifu = jmp_reg ? alu_out : pc + j_imm;
        else if (is_branch & branch_taken)
            pc_ifu = pc + b_imm;
        else
            pc_ifu = pc + 4;
    end
endmodule
module LSU
 #( parameter XLEN = 32
  , parameter MAX_BYTES = XLEN / 8
 )( input is_load, is_store
  , input [2:0] fn3
  , input [XLEN-1:0] mem_dout
  , output reg [MAX_BYTES-1:0] mem_r, mem_w
  , output reg [XLEN-1:0] load_data
 );
    always @* begin
        if (is_load)
            casez (fn3)
            3'b?00:   mem_r = 'b1;
            3'b?01:   mem_r = 'b11;
            3'b010:   mem_r = 'b1111;
            default:           mem_r = 'b0;
            endcase
        else
            mem_r = 'b0;
    end
    always @* begin
        if (is_store)
            case (fn3)
            3'b000:    mem_w = 'b1;
            3'b001:    mem_w = 'b11;
            3'b010:    mem_w = 'b1111;
            default:          mem_w = 'b0;
            endcase
        else
            mem_w = 'b0;
    end
    always @* begin
        case (fn3)
        3'b000: load_data = {{XLEN- 8{mem_dout[7]}}, mem_dout[7:0]};
        3'b001: load_data = {{XLEN-16{mem_dout[15]}},mem_dout[15:0]};
        3'b010: load_data = {{XLEN-32{mem_dout[31]}},mem_dout[31:0]};
        3'b100: load_data = {{XLEN- 8{1'b0}}, mem_dout[7:0]};
        3'b101: load_data = {{XLEN-16{1'b0}}, mem_dout[15:0]};
        default: ;
        endcase
    end
endmodule
module RegFile
 #( parameter XLEN = 32
 )( input clk, rd_w
  , input [4:0] rd, rs1, rs2
  , input [XLEN-1:0] rd_in
  , output [XLEN-1:0] rs1_out, rs2_out
 );
    reg [XLEN-1:0] reg_file [31:1];
    assign rs1_out = rs1 != 0 ? reg_file[rs1] : 0;
    assign rs2_out = rs2 != 0 ? reg_file[rs2] : 0;
    always @(posedge clk) begin
        if (rd_w & |rd)
            reg_file[rd] <= rd_in;
    end
endmodule
module CPU
 #( parameter XLEN = 32
 )( input clk, rstl
  , input  [XLEN-1:0] rom_data, mem_dout
  , output [XLEN-1:0] rom_addr, mem_din, mem_addr
  , output [XLEN/8-1:0] mem_r, mem_w
 );
    reg [XLEN-1:0] inst;
    reg [XLEN-1:0] pc;
    wire [XLEN-1:0] i_imm, s_imm, u_imm, b_imm, j_imm;
    wire sign = inst[31];
    assign i_imm = {{(XLEN-11){sign}}, inst[30:20]};
    assign s_imm = {{(XLEN-11){sign}}, inst[30:25], inst[11:7]};
    assign u_imm = {sign, inst[30:12], 12'b0};
    assign b_imm = {{(XLEN-12){sign}}, inst[7], inst[30:25], inst[11:8], 1'b0};
    assign j_imm = {{(XLEN-20){sign}},
        inst[19:12], inst[20], inst[30:21], 1'b0};
    wire [2:0] fn3 = inst[14:12];
    wire [4:0] rs1 = inst[19:15];
    wire [4:0] rs2 = inst[24:20];
    wire [4:0] rd  = inst[11:7];
    wire [11:0] csr_addr = inst[31:20];
    wire rd_w, ld_upper, add_pc, jmp_reg;
    wire is_branch, is_jmp, is_load, is_store;
    wire exc_ecall, exc_break;
    wire is_mret;
    wire is_fence, is_fencei, is_csr;
    wire [XLEN-1:0] load_data;
    wire trap_pc;
    wire [XLEN-1:0] pc_ifu, pc_trap;
    reg  [XLEN-1:0] pc_next;
    wire [2:0] alu_op;
    wire alu_imm, alu_sub, alu_sra;
    wire eq, lt, ltu;
    wire [XLEN-1:0] rs1_out, rs2_out;
    wire [XLEN-1:0] alu_s1 = rs1_out;
    wire [XLEN-1:0] alu_s2 = alu_imm ? (is_store ? s_imm : i_imm) : rs2_out;
    wire [XLEN-1:0] alu_out;
    wire csr_zimm, csr_w, csr_set, csr_clr;
    wire [XLEN-1:0] csr_dout;
    wire [XLEN-1:0] csr_din = csr_zimm ? {{XLEN-5{1'b0}}, rs1} : rs1_out;
    reg [XLEN-1:0] rd_in;
    always @* begin  
        if      (ld_upper) rd_in = u_imm;
        else if (add_pc)   rd_in = pc + u_imm;
        else if (is_jmp)   rd_in = pc + 4;
        else if (is_load)  rd_in = load_data;
        else if (is_csr)
            if      (csr_set) rd_in = csr_dout | csr_din;
            else if (csr_clr) rd_in = csr_dout & ~csr_din;
            else              rd_in = csr_dout;
        else               rd_in = alu_out;
    end
    assign mem_addr = alu_out;  
    assign mem_din  = rs2_out;
    assign rom_addr = pc_next;
    RegFile #(XLEN) regs
      (.clk(clk), .rd_w(rd_w),
       .rd(rd), .rs1(rs1), .rs2(rs2),
       .rd_in(rd_in), .rs1_out(rs1_out), .rs2_out(rs2_out));
    CtrlUnit #(XLEN) cu
      (.inst(inst),
       .alu_imm(alu_imm), .alu_op(alu_op),
       .alu_sub(alu_sub), .alu_sra(alu_sra),
       .rd_w(rd_w), .add_pc(add_pc), .ld_upper(ld_upper), .jmp_reg(jmp_reg),
       .is_branch(is_branch), .is_jmp(is_jmp),
       .is_load(is_load), .is_store(is_store),
       .is_fence(is_fence), .is_fencei(is_fencei), .is_csr(is_csr),
       .is_mret(is_mret),
       .exc_ecall(exc_ecall), .exc_break(exc_break),
       .csr_zimm(csr_zimm),
       .csr_w(csr_w), .csr_set(csr_set), .csr_clr(csr_clr));
    ALU #(XLEN) alu
      (.s1(alu_s1), .s2(alu_s2), .out(alu_out),
       .op(alu_op), .sub(alu_sub), .sra(alu_sra),
       .eq(eq), .lt(lt), .ltu(ltu));
    LSU #(XLEN) lsu
      (.is_load(is_load), .is_store(is_store), .fn3(fn3),
       .mem_dout(mem_dout), .mem_w(mem_w), .mem_r(mem_r),
       .load_data(load_data));
    IFU #(XLEN) ifu
      (.is_branch(is_branch), .is_jmp(is_jmp), .jmp_reg(jmp_reg),
       .eq(eq), .lt(lt), .ltu(ltu),
       .fn3(fn3), .alu_out(alu_out), .b_imm(b_imm), .j_imm(j_imm),
       .pc(pc), .pc_ifu(pc_ifu));
   CSRs #(XLEN) csr
     (.clk(clk), .rstl(rstl),
      .trap_pc(trap_pc), .pc_trap(pc_trap), .pc_now(pc),
      .csr_addr(csr_addr), .csr_w(csr_w),
      .exc_ecall(exc_ecall), .exc_break(exc_break),
      .is_mret(is_mret),
      .csr_din(csr_din), .csr_dout(csr_dout));
    always @(rstl)
        if (!rstl) pc_next = 'b0;
    always @*
        pc_next = trap_pc ? pc_trap : pc_ifu;
    always @(posedge clk) begin
        inst <= rom_data;
        pc   <= pc_next;
    end
endmodule
```
`/design/flow/run.sh`:
```
#!/bin/bash
# OpenROAD 26Q1-2900-gdf79404cd8, Yosys 0.63+post, stock flow scripts
make -C /OpenROAD-flow-scripts/flow DESIGN_CONFIG=/design/flow/config.mk WORK_HOME=/design/flow/orfs finish
```
`/design/flow/config.mk`:
```
export PLATFORM = sky130hd
export DESIGN_NAME = CPU
export DESIGN_NICKNAME = CPU
export VERILOG_FILES = /design/flow/design.v
export SDC_FILE = /design/flow/constraint.sdc
export NUM_CORES = 4
export LEC_CHECK = 1
export CORE_UTILIZATION = 40
```
`/design/flow/constraint.sdc`:
```
current_design CPU

set clk_period 29.8
set clk_io_pct 0.2

create_clock -name clk0 -period $clk_period [get_ports {clk}]

set non_clock_inputs [all_inputs -no_clocks]
set_input_delay [expr $clk_period * $clk_io_pct] -clock clk0 $non_clock_inputs
set_output_delay [expr $clk_period * $clk_io_pct] -clock clk0 [all_outputs]
```
==> results_dict.tcl <==
# collected from the flow reports
set metrics [dict create \
    clockBufferDepth 3 \
    grt_pass1_wl_mm 369 \
    path_cells "buf_4 > buf_4 > buf_4 > mux4_2 > mux4_2 > a22o_1 > o21ai_1 > xnor2_1 > ha_1 > a21o_1 > a21oi_1 > o21ai_0 > a221o_1 > a22o_1 > o21ai_0 > a21oi_1 > o21ai_0 > o311ai_1 > or3_1 > clkdlybuf4s50_1" \
    p_leak_nw 25.8 \
    cp-start-kind "flip-flop" \
    yosys_cells 4685 \
    routed-via-count 45940 \
    post_cts_buffers 0 \
    p_total_mw 4.40 \
    globalplace.congestion 1.07 \
    fin_crit_sh_pct 50.9 \
    initial_core_util_pct 40.2 \
    r2r-start "inst[20]" \
    worstPathArrival_ps 9220 \
    fp.dieW_um 406 \
    cts.repair.resized 0 \
    fmax_ghz 0.0659 \
    ys_area_um2 65400 \
    drtAntennaViolNets 0 \
    finClkSkew_ps 36.1 \
    drt_drc_violations_left 0 \
    peakVddDrop_uv 50.4 \
    routedWlPerCell_um 37.3 \
    tool_warnings 91 \
    die_y_um 406 \
    drv_cap 0 \
    rows 148 \
    portBuffers 137 \
    drive_above_1_share_pct 20.7 \
    max_stage_delay_ps 710 \
    rsz0062_at_grt "false" \
    boundaryPins 170 \
    cts_tree "yes" \
    syn_avg_cell_area_um2 14.0 \
    grt_max_degree 76 \
    max-slew-margin-rel_pct 23.9 \
    synthToLayoutAreaGrowth_pct 13.3 \
    postSynthCellCount 4685 \
    dp_hpwl_mm 178 \
    crit_slowest_cell "dfxtp_4" \
    syn_area_um2 65400 \
    core_um2 163000 \
    tns_ps 0 \
    grt_pass1_vias 47975 \
    setup_viol 0 \
    yosysWarningCount 70 \
    min_period_ps 15180 \
    chipArea_um2 165000 \
    worstSetupStartpoint "inst[20]" \
    htreeDepth 4 \
    reg2reg_slack_ps 20700 \
    drt_wl_total_mm 266 \
    rr_worst_depth 22 \
    worstPathMaxFanout 33 \
    synth.distinct_cells 104 \
    worstSetupPathType "flip-flop to output pin" \
    min_path_type "flip-flop to flip-flop" \
    synth_top_flop_cell "edfxtp_1" \
    insertion_delay_ps 790 \
    cp-endpoint "mem_addr[26]" \
    drt_iter0_markers 4304 \
    unclocked_regs 64 \
    holdBufCountCts 0 \
    grt-ovfl-total 0 \
    untimed_endpoints 64 \
    end_kind "output pin" \
    status "finished, final reports clean" \
    grt_antenna_before_repair 12 \
    final-hold-violation-count 0 \
    cellPowerDensity_nw_per_um2 59.3 \
    ys_ff 1254 \
    worstPathRequired_ps 23840 \
    postSynth.asyncResetShare_pct 2.63 \
    reg2reg_to "regs.reg_file[6][30]" \
    edf_count 1125 \
    grt_usage_pct 35.0 \
    cts_made_buffers 133 \
    ctsRootBufferMaster "clkbuf_16" \
    tightest_slew_ps 1140 \
    vias_per_cell 6.42 \
    slew_viol_final 0 \
    path_clk_slew_ps 60 \
    dr.pass1.iters 7 \
]
-- cells in the final DEF (no fill, tap or decap), drive strengths merged, types with 22 or more instances in the layout --
cell type / n
dfxtp: 32
ha: 127
dfrtp: 33
nand3: 99
nor3: 55
and2: 56
a22o: 43
a21oi: 162
nand2b: 35
clkinv: 47
o21ai: 170
buf: 253
a221oi: 47
xnor2: 43
nor2b: 36
a21o: 46
and3: 31
a222oi: 33
inv: 99
clkbuf: 180
edfxtp: 1125
a22oi: 92
o22ai: 81
conb: 33
nand2: 304
clkdlybuf4s50: 136
a211oi: 61
nand4: 22
nor2: 356
dlxtn: 64
mux4: 440
a211o: 25
mux2i: 257
o211ai: 28
a31oi: 22
-- worst min path at each step --
stage                  startpoint                   to  slack [ps]  cells after the start
finish         csr.mcause_code[8]   csr.mcause_code[8]         490                      1
global route  csr.mcause_code[26]  csr.mcause_code[26]         500                      1
CTS           csr.mcause_code[14]  csr.mcause_code[14]         490                      1
-- area by class of cell --
type / instances / area, um2
fillers: 14143 / 88400
well taps: 2175 / 2720
multi-input cells: 3001 / 27400
clock inverters: 59 / 483
diodes: 4 / 10.0
repair buffers: 389 / 3300
inverters: 89 / 334
flip-flops and latches: 1254 / 36200
clock buffers: 180 / 3630
-- cells by family after synthesis --
family                   count (synthesis)  share of synthesized area [%]
other                                    1                        0.00573
latches                                 64                           1.47
multiplexers                           716                           19.4
adder cells (fa/ha/maj)                128                           2.46
buffers and inverters                  462                           3.54
AND-OR/OR-AND                          977                           10.6
XOR/XNOR                                57                          0.763
flip-flops                            1190                           53.9
AND/OR/NAND/NOR                       1090                           7.83
-- stage by stage --
step                hold WS (ps)  instances  cell area (um2)  utilization, %  worst slack, ps
finish                       488       7151            74100            45.6            14620
global route                 499       7148            74100            45.6            14280
CTS                          488       7147            74100            45.6            14560
detailed placement           470       6908            70000            43.1            15410
global placement             467       6908            70000            43.1            15330
floorplan                    449       4717            65500               -            17920
-- routing by layer --
| metal | vias up | track usage, % | part of all wire, % | wire (um) |
|---|---|---|---|---|
| met5 | - | 5.23 | 0.44 | 1170 |
| met2 | 3509 | 48.2 | 43 | 115000 |
| met1 | 22603 | 40.8 | 32 | 85500 |
| li1 | 19097 | - | - | - |
| met4 | 36 | 17.3 | 6.7 | 17700 |
| met3 | 695 | 25.3 | 18 | 46800 |
-- cell usage after synthesis (14+ instances only) --
cell	instances	area, um2
edfxtp_1	1125	33800
mux4_2	440	9910
nor2_1	354	1330
nand2_1	303	1140
mux2i_1	257	2570
clkbuf_1	175	657
a21oi_1	160	801
o21ai_0	138	691
ha_1	127	1590
nand3_1	98	490
a22oi_1	89	668
inv_1	83	312
buf_2	82	410
o22ai_1	80	500
buf_4	69	518
dlxtn_1	64	961
a211oi_1	61	458
and2_1	56	350
nor3_1	52	260
a221oi_1	47	412
a21o_1	46	345
a22o_1	43	377
xnor2_1	43	377
nor2b_1	36	225
nand2b_1	35	219
a222oi_1	33	330
dfrtp_1	33	826
dfxtp_1	32	641
o21ai_1	32	160
and3_1	31	194
o211ai_1	28	210
a211o_1	25	219
buf_6	25	282
a31oi_1	22	138
nand4_1	22	138
nor4_1	20	125
buf_1	19	71.3
mux2_2	18	203
a221o_1	14	140
nand3b_1	14	105
o31ai_1	14	105
xor2_1	14	123
-- sequential cells by signal (all words and copies together) (netlist names), 30 cells and up --
| register | count |
|---|---|
| csr.csr_dout | 32 |
| csr.mtvec_base | 30 |
| csr.mtval | 32 |
| lsu.load_data | 32 |
| csr.mepc | 31 |
| csr.mscratch | 32 |
| csr.mcause_code | 31 |
| regs.reg_file | 992 |
| inst | 32 |
-- where the power goes --
part           switching, mW  internal (mW)  leakage, nW
clock                  0.691          0.872         2.01
combinational          0.617          0.284         12.3
sequential            0.0131           1.92         11.5
total                   1.32           3.08         25.8
-- worst max-delay path: cells and delay by family (launching register included) --
kind	cells	cell delay, ps
adders and majority gates	1	440
AOI/OAI and AO/OA	11	3250
and+or+nand+nor	1	430
buffers and inverters	4	2270
DFF	1	710
xor gates and xnor gates	1	180
muxes	2	1080
Power figures rest on the tool's default switching activity, not on a simulated workload.
